==> /design/flow/design.v <==
module cmp4bit (
	        pin1,      
                pin2,      
                pin3,      
                pin4,      
                pin5,      
                pin6,      
                pin7,      
                pin8,      
                pin9,      
                pin10,     
                pin11,     
                pin12,     
                pin13,     
                pin14,     
                pin15,     
                pin16      
                );
   input wire pin1;
   input wire pin2;
   input wire pin3;
   input wire pin4;
   input wire pin8;
   input wire pin9;
   input wire pin10;
   input wire pin11;   
   input wire pin12;
   input wire pin13;
   input wire pin14;
   input wire pin15;
   input wire pin16;
   output wire pin5;
   output wire pin6;
   output wire pin7;
   wire [4:0]  A = {pin15,pin13,pin12,pin10,pin4};
   wire [4:0]  B = {pin1,pin14,pin11,pin9,pin2};
   assign pin5 = A > B || ((A == B) && (pin4 == 'b1)) ? 1'b1 : 1'b0;
   assign pin6 = A == B && pin3 == 1'b1 ? 1'b1 : 1'b0;
   assign pin7 = A < B || ((A == B) && (pin2 == 'b1)) ? 1'b1 : 1'b0;
endmodule
==> /design/flow/run.sh <==
#!/bin/bash
# OpenROAD 26Q1-2900-gdf79404cd8, Yosys 0.63+post, stock flow scripts
make -C /OpenROAD-flow-scripts/flow DESIGN_CONFIG=/design/flow/config.mk WORK_HOME=/design/flow/orfs finish
==> /design/flow/config.mk <==
export PLATFORM = sky130hd
export DESIGN_NAME = cmp4bit
export DESIGN_NICKNAME = cmp4bit
export VERILOG_FILES = /design/flow/design.v
export SDC_FILE = /design/flow/constraint.sdc
export NUM_CORES = 4
export LEC_CHECK = 1
export CORE_AREA = 10 10 70 70
export DIE_AREA = 0 0 80 80
==> /design/flow/constraint.sdc <==
current_design cmp4bit

set clk_period 2.4
set clk_io_pct 0.2

create_clock -name clk0 -period $clk_period

set non_clock_inputs [all_inputs -no_clocks]
set_input_delay [expr $clk_period * $clk_io_pct] -clock clk0 $non_clock_inputs
set_output_delay [expr $clk_period * $clk_io_pct] -clock clk0 [all_outputs]
==> report_table.html <==
<h3>Run summary</h3>
<table>
<tr><th>Metric</th><th>Value</th></tr>
<tr><th colspan="2">STA</th></tr>
<tr><td>Setup TNS</td><td>0 ns</td></tr>
<tr><td>Hold slack final</td><td>1.70 ns</td></tr>
<tr><td>Worst slew pin tran</td><td>0.181 ns</td></tr>
<tr><td>Final Hold Violating Endpoints</td><td>0</td></tr>
<tr><td>Final tally of setup violations</td><td>0</td></tr>
<tr><td>Worst Setup Slack, final</td><td>0.0402 ns</td></tr>
<tr><td>Final period demand of the worst path</td><td>2.36 ns</td></tr>
<tr><td>Final max-slew violation count</td><td>0</td></tr>
<tr><td>Highest attainable clock frequency</td><td>424 MHz</td></tr>
<tr><td>Worst slew slack as a fraction of its limit</td><td>87.8%</td></tr>
<tr><td>Final period utilization</td><td>98.3%</td></tr>
<tr><th colspan="2">Floorplan</th></tr>
<tr><td>Die span in x</td><td>80 µm</td></tr>
<tr><td>Starting density of the core</td><td>4.73%</td></tr>
<tr><td>Boundary pin count</td><td>16</td></tr>
<tr><td>Number of standard-cell rows in the floorplan</td><td>21</td></tr>
<tr><td>Chip Area</td><td>6400 µm²</td></tr>
<tr><td>Vertical die dimension</td><td>80 µm</td></tr>
<tr><td>Core area</td><td>3420 µm²</td></tr>
<tr><th colspan="2">Critical path</th></tr>
<tr><td>Type of destination of the critical path</td><td>primary output</td></tr>
<tr><td>Worst Path Required</td><td>1.92 ns</td></tr>
<tr><td>Launching element type of the critical path</td><td>input pin</td></tr>
<tr><td>Largest driver fanout on the critical path</td><td>3</td></tr>
<tr><td>Timing startpoint of the critical path</td><td>pin14</td></tr>
<tr><td>Worst path arrival time</td><td>1.88 ns</td></tr>
<tr><td>Critical Setup Path Class</td><td>in -&gt; out</td></tr>
<tr><th colspan="2">Clock tree</th></tr>
<tr><td>Hold Buf Count CTS</td><td>0</td></tr>
<tr><th colspan="2">Placed design</th></tr>
<tr><td>Final RePlAce weighted congestion</td><td>0.657</td></tr>
<tr><td>HPWL reported at the end of detailed placement</td><td>594 µm</td></tr>
<tr><td>Post-placement setup slack</td><td>-0.353 ns</td></tr>
<tr><td>Count of port buffers added during placement</td><td>14</td></tr>
<tr><th colspan="2">Drt</th></tr>
<tr><td>Remaining DRCs</td><td>0</td></tr>
<tr><td>Detail-routed net length per standard cell</td><td>8.12 µm</td></tr>
<tr><td>Detailed-routing iteration count for the pre-antenna-repair pass</td><td>2</td></tr>
<tr><td>First DRT Iteration DRCs</td><td>18</td></tr>
<tr><td>Total number of vias</td><td>216</td></tr>
<tr><td>Tally of nets with antenna violations remaining after routing</td><td>0</td></tr>
<tr><td>Average vias per placed instance</td><td>2.57</td></tr>
<tr><td>Number of inserted diodes</td><td>0</td></tr>
<tr><td>Routed Wire Length</td><td>682 µm</td></tr>
<tr><th colspan="2">Layout</th></tr>
<tr><td>Synth-to-Final Area Change</td><td>169%</td></tr>
<tr><td>Logic area</td><td>218 µm²</td></tr>
<tr><td>Tally of clock buffers in the finished layout</td><td>0</td></tr>
<tr><td>Count of sequential standard cells</td><td>0</td></tr>
<tr><td>Fraction of layout instances using a drive strength above 1</td><td>39.5%</td></tr>
<tr><td># fillers</td><td>395</td></tr>
<tr><td>Register Area</td><td>0 µm²</td></tr>
<tr><th colspan="2">Yosys</th></tr>
<tr><td>Total of warnings raised by yosys</td><td>0</td></tr>
<tr><td>Post-Synthesis Cell Area</td><td>161 µm²</td></tr>
<tr><td>Chip area in the Yosys report</td><td>161 µm²</td></tr>
<tr><td>Post-Synthesis Mean Instance Area</td><td>7.02 µm²</td></tr>
<tr><td>Post-synthesis sequential area ratio</td><td>0%</td></tr>
<tr><td>Cell total in the yosys stat output</td><td>23</td></tr>
<tr><td>Count of mapped cells out of synthesis</td><td>23</td></tr>
<tr><td>Unique cell types</td><td>12</td></tr>
<tr><th colspan="2">Status</th></tr>
<tr><td>Outcome</td><td>finished clean</td></tr>
<tr><th colspan="2">Global route</th></tr>
<tr><td>Remaining global-route overflow</td><td>0</td></tr>
<tr><td>Vias in the first global route</td><td>216</td></tr>
<tr><td>Pin count of the biggest net entering global routing</td><td>5</td></tr>
<tr><td>Initial antenna violation count</td><td>0</td></tr>
<tr><td>First-pass GRT wire length</td><td>972 µm</td></tr>
<tr><td>Total global-route track usage</td><td>1.87%</td></tr>
<tr><th colspan="2">Flow run</th></tr>
<tr><td>Total tool warning count</td><td>35</td></tr>
<tr><td>Number of maximum-capacitance constraint violations</td><td>0</td></tr>
<tr><th colspan="2">Pwr</th></tr>
<tr><td>Static leakage power</td><td>0.000162 µW</td></tr>
<tr><td>Cell area power density</td><td>171 nW/µm²</td></tr>
<tr><td>Peak supply drop</td><td>0.0221 mV</td></tr>
<tr><td>Power, Total</td><td>74.2 µW</td></tr>
<tr><th colspan="2">Worst hold path</th></tr>
<tr><td>Worst Hold Class</td><td>in -&gt; out</td></tr>
<tr><td>Hold path startpoint</td><td>pin2</td></tr>
</table>
==> power breakdown <==
part	switching [µW]	leakage (µW)	internal [µW]
logic	28.6	0.000162	45.5
clock network	0	0	0
registers	0	0	0
total	28.6	0.000162	45.5
==> per-stage QoR <==
| step | util (%) | cells | area [µm²] |
|---|---|---|---|
| global placement | 10.5 | 83 | 359 |
| detailed placement | 10.5 | 83 | 359 |
| finish | 12.7 | 84 | 434 |
| CTS | 12.6 | 84 | 430 |
| global route | 12.7 | 84 | 434 |
| floorplan | - | 23 | 161 |
==> kinds of logic after synthesis <==
| kind of cell | synth area share (%) |
|---|---|
| simple gates | 25.6 |
| buf+inv | 14.0 |
| fa+ha+maj | 38.8 |
| compound gates | 21.7 |
==> cells in the mapped netlist <==
master	instances	area share (%)
inv_1	6	14
o21ai_0	1	3.1
nand2_1	1	2.3
ha_1	5	39
o21ai_1	1	3.1
nand3_1	1	3.1
and4_2	1	6.2
nand4_2	1	7.8
a21oi_1	3	9.3
nor2_1	1	2.3
and3_1	1	3.9
o32a_1	1	6.2
==> layout by cell type (no fill, tap or decap) <==
| cell | netlist | layout |
|---|---|---|
| a21oi_1 | 3 | 2 |
| o21ai_1 | 1 | 1 |
| nor2_1 | 1 | 1 |
| o21ai_2 | 0 | 1 |
| nand4_4 | 0 | 1 |
| ha_4 | 0 | 5 |
| and3_1 | 1 | 1 |
| dlygate4sd2_1 | 0 | 1 |
| buf_4 | 0 | 1 |
| o32a_1 | 1 | 1 |
| clkdlybuf4s50_1 | 0 | 11 |
| nand2_1 | 1 | 1 |
| a21oi_2 | 0 | 1 |
| nand3_1 | 1 | 1 |
| and4_2 | 1 | 1 |
| inv_2 | 0 | 3 |
| inv_1 | 6 | 3 |
| clkbuf_2 | 0 | 2 |
==> critical path: stages <==
cell             delay [ns]
clkdlybuf4s50_1        0.48
inv_2                  0.05
ha_4                   0.24
and4_2                 0.21
and3_1                 0.17
dlygate4sd2_1          0.24
==> timing repair <==
item | in CTS | in global routing
hold endpoints to repair | 0 | 0
buffers inserted | 1 | 0
setup endpoints to repair | 3 | 3
gates resized | 12 | 7
pin swaps | 5 | 3
gates cloned | 0 | 0
==> cell type report <==
type	instances	area share, %
Multi-Input combinational cell	17	50.1
Timing Repair Buffer	15	31.4
Tap cell	46	13.3
Inverter	6	5.19
==> per-layer routing <==
layer / vias up / GRT usage, % / part of all wire [%]
met1: 97 / 1.98 / 42
li1: 113 / - / -
met5: - / 0 / 0
met3: 0 / 0.341 / 4.5
met4: 0 / 0 / 0
met2: 6 / 3.85 / 53
==> path summary, 6_finish.rpt <==
check | endpoint | slack, ns | depth (start not counted)
setup / recovery | pin6 | 0.04 | 6
hold / removal | pin7 | 1.70 | 4
Power is estimated from default activity; no workload was simulated.
