$ cat ./config.mk
export PLATFORM = sky130hd
export DESIGN_NAME = cpu_ctrl_op
export DESIGN_NICKNAME = cpu_ctrl_op
export VERILOG_FILES = /design/flow/design.v
export SDC_FILE = /design/flow/constraint.sdc
export NUM_CORES = 4
export LEC_CHECK = 1
export CORE_AREA = 10 10 77 77
export DIE_AREA = 0 0 87 87
$ cat ./constraint.sdc
current_design cpu_ctrl_op

set clk_period 2.3
set clk_io_pct 0.2

create_clock -name clk0 -period $clk_period [get_ports {clk}]

set non_clock_inputs [all_inputs -no_clocks]
set_input_delay [expr $clk_period * $clk_io_pct] -clock clk0 $non_clock_inputs
set_output_delay [expr $clk_period * $clk_io_pct] -clock clk0 [all_outputs]
$ cat ./design.v
   module cpu_ctrl_op (
                       dq,      
                       rst,
                       clk,
                       cmp,       
                       mux_rA,    
                       rA_we,
                       mux_rB,
                       rB_we,
                       mux_rM,
                       rM_we,
                       den,       
                       cen,
                       wen,
                       oen,
                       alu_ctrl,  
                       rP_inc,    
                       rP_load,
                       addr_ctrl 
                       );
   localparam     AND   = 4'h0;             
   localparam     OR    = 4'h1;             
   localparam     INV   = 4'h2;             
   localparam     ADD   = 4'h3;             
   localparam     LDI   = 4'h4;             
   localparam     LDM   = 4'h5;             
   localparam     STM   = 4'h6;             
   localparam     SWAB  = 4'h8;             
   localparam     SWMB  = 4'h9;             
   localparam     CPPA  = 4'hA;             
   localparam     CPAM  = 4'hB;             
   localparam     JU    = 4'hC;             
   localparam     JE    = 4'hD;             
   localparam     JL    = 4'hE;             
   localparam     JG    = 4'hF;             
   localparam IDLE    = 6'b100000;
   localparam FETCH   = 6'b010000;
   localparam EXEC    = 6'b001000;
   localparam MEMACC1 = 6'b000100;
   localparam MEMACC2 = 6'b000010;
   localparam MEMACC3 = 6'b000001;
   localparam EQ = 2'b00;
   localparam LT = 2'b01;
   localparam GT = 2'b10;
   input wire        clk;
   input wire        rst;
   input wire [7:0]  dq ;
   input wire [1:0]  cmp;
   output wire [2:0] mux_rA;
   output wire       mux_rB;
   output wire [1:0] mux_rM;
   output reg        den;
   output reg        cen;
   output reg        wen;
   output reg        oen;
   output wire [1:0] alu_ctrl;
   output wire       rP_inc;
   output wire       rP_load;
   output wire       addr_ctrl;
   output wire       rA_we;
   output wire       rB_we;
   output wire       rM_we;
   reg [5:0]         state;
   reg [7:0]         inst;
   wire [2:0]        in;
   wire              nota;
   wire              den_fc ;
   wire              inst_we;
   wire              cen_fc ;
   wire              cen_sc ;
   wire              cen_tc ;
   wire              wen_fc;
   wire              ac_fc;
   wire              ac_sc;
   wire              rpl_fc;
   wire              rpl_sc;
   wire              rpl_tc;
   wire              rpl_fourth_case;
   wire              oen_fc;
   wire              oen_sc;
   wire              notfivefour;
   assign notfivefour = (~inst[5]) && (inst[4]);
   wire              sevsix;
   assign sevsix = (inst[7]) && (inst[6]);
   wire              sevnotsix;
   assign sevnotsix = (inst[7]) && (~inst[6]);
   wire              notsevnotsix;
   assign notsevnotsix = (~inst[7]) && (~inst[6]);
   wire              stm;
   assign stm = ((~inst[7]) && (inst[6]) && (inst[5]) && (~inst[4]));
   wire              ldm;
   assign ldm = ((~inst[7]) && (inst[6]) && notfivefour);
   wire              swmb;
   assign swmb = sevnotsix && notfivefour;
   assign nota = ~(ldm || stm);
   assign in = {nota,ldm,stm};
   always @(posedge clk or negedge rst)
     begin
        if (rst == 1'b0)
          begin
             state <= 6'b100000;
          end
        else
          begin
             state[0] <= state[1];
             state[1] <= state[2] && in[0];
             state[2] <= state[3] && (in[0] || in[1]);
             state[3] <= state[4];
             state[4] <= state[5];
             state[5] <= (state[3] && in[2]) || (state[2] && in[1]) || 
                         (state[0]);
          end
     end  
   assign inst_we = (state[4]);
   always@ (posedge clk or negedge rst)
     begin
        if (rst == 'b0)
          begin
             inst <= 'b0;
          end
        else
          if (inst_we == 'b1)
            begin
               inst <= dq;  
            end
     end  
   assign rA_we = (state[3]) && 
                  ((~inst[7]) && (~inst[5]) && 
                   (~inst[4]) || notsevnotsix || 
                   (~inst[6]) && (~inst[4])) ||
                  (state[2] && ldm);
   assign mux_rA[1] = (state[3]) && sevnotsix && (~inst[4]) ;
   assign mux_rA[2] = state[0] || state[1] || state[2];
   assign mux_rA[0] = (state[3]) && ((~inst[6]) && (inst[5]) && 
                                     (~inst[4]) || notsevnotsix);
   assign mux_rB = ((state[3])) && swmb;
   assign rB_we  = ((state[3])) && (sevnotsix && (~inst[5]));
   assign rM_we = ((state[3])) && (sevnotsix && (inst[4]));
   assign mux_rM[0] = ((state[3])) && swmb;
   assign mux_rM[1] = ((state[3])) && sevsix;
   assign den_fc = ((state[2]) || (state[1])) && stm;
   always @(posedge clk or negedge rst)
     begin
        if (rst == 'b0)
          begin
             den <= 1'b0;
          end
        else
          begin
             den <= den_fc;
          end
     end
   assign cen_fc = (state[5]);
   assign cen_sc = (state[3]) && ldm;
   assign cen_tc = (state[2]);
   always @(posedge clk or negedge rst)
     begin
        if (rst == 'b0)
          begin
             cen <= 1'b1;
          end
        else
          begin
             cen <= ~(cen_fc || cen_sc || cen_tc);
          end
     end
   assign wen_fc = (state[2]) && stm;
   always @(posedge clk or negedge rst)
     begin
        if (rst == 'b0)
          begin
             wen <= 1'b1;
          end
        else
          begin
             wen <= ~wen_fc;
          end
     end
   assign oen_fc = (state[5]);
   assign oen_sc = (state[2] || state[3]) && ldm;
   always @(posedge clk or negedge rst)
     begin
        if (rst == 'b0)
          begin
             oen <= 1'b1;
          end
        else
          begin
             oen <= ~(oen_fc || oen_sc);
          end
     end
   assign alu_ctrl = inst[5:4]; 
   assign rP_inc = (state[4]);
   assign rpl_fc = (sevsix && (~inst[5]) && (~inst[4]));
   assign rpl_sc = (sevsix && notfivefour) && 
                   ((~cmp[1]) && (~cmp[0])) ;
   assign rpl_tc = (sevsix && (inst[5]) && (~inst[4])) && 
                   ((~cmp[1]) && cmp[0]) ;
   assign rpl_fourth_case = (sevsix && (inst[5]) && (inst[4])) && 
                            (cmp[1] && (~cmp[0])) ;
   assign rP_load = ((state[3])) && 
                    (rpl_fc || rpl_sc || rpl_tc || rpl_fourth_case);
   assign ac_fc =  state[3] && (ldm || stm);
   assign ac_sc =  state[2] && stm;
   assign addr_ctrl = ac_fc || ac_sc || state[1] || state[0];
endmodule
$ cat ./run.sh
#!/bin/bash
# OpenROAD 26Q1-2900-gdf79404cd8, Yosys 0.63+post, stock flow scripts
make -C /OpenROAD-flow-scripts/flow DESIGN_CONFIG=/design/flow/config.mk WORK_HOME=/design/flow/orfs finish
==> flow_summary.rst <==
Implementation results
======================

.. list-table::
   :header-rows: 1

   * - Metric
     - Value
   * - Die W
     - 87 um
   * - RSZ-0062 raised after global routing
     - false
   * - Number of logic stages on the critical path including buffering
     - 4
   * - Clock Tree Buf Depth
     - 2
   * - Post-Route Skew
     - 0.00101 ns
   * - Area added between synthesis and finish
     - 51.4%
   * - TritonCTS clock tree
     - done
   * - Total met2 wirelength after detailed routing
     - 658 um
   * - Startpoint of the tightest hold check path
     - state[5]$_DFF_PN1_
   * - Place WS
     - -0.0792 ns
   * - Final setup margin
     - 0.0665 ns
   * - Share of cells above drive strength 1
     - 26.1%
   * - Commonest cells in the netlist
     - dfrtp_1 (10), nor2_1 (7), a21oi_1 (4), dfstp_2 (4)
   * - Crit-path slowest cell
     - dfrtp_2
   * - Startpoint of the most critical register-to-register path
     - inst[7]$_DFFE_PN0P_
   * - Antenna viol nets, final
     - 0
   * - Number of global-route vias before repair
     - 573
   * - Largest net degree at the start of global routing
     - 15
   * - Via density per instance
     - 3.94
   * - Worst vdd rail ir drop
     - 0.411 mV
   * - Power density relative to cell area
     - 474 mW/mm2
   * - DR vias
     - 568
   * - Crit. Startpoint
     - inst[5]$_DFFE_PN0P_
   * - Number of max-slew violations in the final report
     - 0
   * - Worst min-delay path category
     - reg -> reg
   * - Rows
     - 24
   * - Critical Path Fanout Max
     - 10
   * - Wirelength per Cell
     - 12.3 um
   * - Status
     - complete, no violations
   * - Finished Core Util
     - 24.1%
   * - Final Setup Violations
     - 0
   * - Std-Cell Core Area
     - 0.00435 mm2
   * - Post-synthesis async set-or-reset flop share
     - 100%
   * - Metal3 WL
     - 162 um
   * - Initial antenna violation count
     - 0
   * - Post-synthesis sequential element count
     - 14
   * - Cell area leaders
     - dfrtp_1 (36%), dfstp_2 (15%), mux2_2 (4.9%), nand2b_4 (4.0%), nor2_1 (3.8%)
   * - Detailed-routing wirelength on met1
     - 948 um
   * - Start-to-end type of the worst setup path
     - reg -> out
   * - Cell taking the most area after synthesis
     - dfrtp_1
   * - Remaining max-slew budget at the tightest pin
     - 59.2%
   * - YS warnings
     - 1
   * - Avg Inst Size Synth
     - 10.7 um2
   * - Count of max-cap constraint violations
     - 0
   * - Fin cells
     - 144
   * - H-tree level count
     - 1
   * - Data arrival time of the worst path
     - 1.77 ns
   * - Logic depth of the worst register-to-register path
     - 3
   * - Clock tree sinks
     - 14
   * - Power Total
     - 0.000498 W
   * - Global route overflow
     - 0
   * - Clock-pin slew of the registers on the worst-case setup and hold paths
     - 0.05 ns
   * - Reg-to-reg critical path endpoint
     - state[5]$_DFF_PN1_
   * - Multi-input gate area in the final layout
     - 287 um2
   * - Worst Setup Start Kind
     - flip-flop
   * - CP max stage delay
     - 0.49 ns
   * - Final worst path period need
     - 2.23 ns
   * - Aggregate routed wire length
     - 1.78 mm
   * - Worst skew pair latency
     - 0.24 ns
   * - Critical Path RT
     - 1.84 ns
   * - Post-synthesis cell type count
     - 29
   * - EDFF count, synth
     - 0
   * - Kind of capture point of the worst setup path
     - output pin
   * - Synthesized area
     - 694 um2
   * - Floorplan Utilization
     - 15.9%
   * - Transition time of the tightest slew-check pin
     - 0.610 ns
   * - Count of endpoints failing hold in the final timing report
     - 0
   * - Most common cell in the netlist
     - dfrtp_1
   * - Number of placed cells counting well taps
     - 138
   * - Cell area after layout
     - 0.00105 mm2
   * - Part of the cycle the worst path needs
     - 97.1%
   * - CP delay by family, top
     - flip-flops
   * - Routability Congestion
     - 0.883
   * - First-pass GRT wire length
     - 2.92 mm
   * - First-iteration detailed-routing DRC count
     - 40
   * - Fraction of post-synthesis cell area in the top cell type by area
     - 36.0%
   * - Port Buffers
     - 25
   * - Leakage power of the design
     - 0.451 nW
   * - Die height
     - 87 um
   * - Initial DRT Pass Iterations
     - 4
   * - Achievable Freq
     - 448 MHz
   * - I/O pin total
     - 30
   * - FF-to-FF setup slack
     - 1.14 ns
   * - Area reported by Yosys stat
     - 694 um2
   * - CP Cell Sequence
     - or2_2 > a21oi_2 > o21a_1 > clkdlybuf4s50_1
   * - Root Driver
     - clkbuf_8
   * - Combined global-route utilization of all metal layers
     - 4.74%
   * - DIE AREA
     - 0.00757 mm2
   * - Placed Instance Area
     - 972 um2
   * - Number of antenna diodes
     - 0
   * - Dominant register cell in the synthesized netlist
     - dfrtp_1
   * - Total CTS buffers
     - 3
   * - Gate count of the mapped netlist
     - 65
   * - Sum of buffers and inverters on the critical path
     - 1
   * - Critical Path Sink
     - rP_load
   * - Sequential element share of the synthesized area
     - 51.2%
   * - Number of remaining DRC errors
     - 0
   * - Top layer used by detailed routing
     - met4
   * - Total half-perimeter wirelength after legalization and detailed placement
     - 1.40 mm
   * - Post-synthesis cell count from yosys
     - 65
   * - Cts hold-fix bufs
     - 0
   * - Sequential standard cell area
     - 358 um2
   * - Filler Cell Count
     - 443
   * - Tally of OpenROAD warnings
     - 29
cell type report:
cell class / count / area share [%]
inverter: 4 / 1.43
tap: 52 / 6.19
clock buffer: 4 / 5.24
multi-input combinational: 42 / 27.3
timing repair buffer: 28 / 25.8
sequential: 14 / 34.0
cell usage in the layout (no fill, tap or decap):
master	netlist	layout
clkdlybuf4s50_1	0	24
o21ai_0	2	2
nand2b_4	2	2
and3_1	1	1
dfrtp_2	0	2
a21oi_1	4	2
nand3_1	1	1
or3_4	1	1
inv_2	1	1
o21a_1	1	1
a211o_1	1	1
nand2b_1	1	1
nand2_1	3	3
mux2_2	3	3
or3_1	1	1
a21oi_2	0	2
inv_1	3	3
o22ai_1	1	1
a221o_1	1	1
dfstp_2	4	4
o31ai_1	2	2
buf_4	3	3
or2_2	1	1
nor3_1	2	2
clkbuf_8	0	4
a211oi_1	3	3
and2b_1	1	1
nand3b_1	1	1
dlygate4sd2_1	0	1
o21ai_1	1	1
dfrtp_1	10	8
nor2_1	7	7
nand2b_2	1	1
cells by family after synthesis:
logic type	after synthesis	share of synthesized area, %
multiplexers	3	4.86
buffers and inverters	9	8.65
AND-OR/OR-AND	16	15.1
flip-flops	14	51.2
AND/OR/NAND/NOR	23	20.2
worst min-delay path by stage:
| stage | cells after the start | endpoint |
|---|---|---|
| 4_1_cts | 0 | state[4]$_DFF_PN0_ |
| 5_1_grt | 0 | state[4]$_DFF_PN0_ |
| 6_report | 0 | state[4]$_DFF_PN0_ |
power by group:
part           switching [W]  total (W)  internal, W  leakage (nW)
registers                  0   0.000247     0.000247         0.174
clock network      0.0000807   0.000232     0.000151        0.0288
logic             0.00000775  0.0000190    0.0000112         0.248
registers in the layout, summed over array words and instances, names as in the netlist:
| signal | flops |
|---|---|
| state | 6 |
| wen | 1 |
| cen | 1 |
| inst | 4 |
| den | 1 |
| oen | 1 |
per-stage QoR:
step | setup TNS (ns) | hold slack, ns
floorplan | 0 | 0.164
global placement | -0.0262 | 0.401
detailed placement | -0.0792 | 0.404
CTS | 0 | 0.411
global route | 0 | 0.423
finish | 0 | 0.409
timing repair:
action                     in CTS  in global routing
pin swaps                       1                  0
resized                         3                  2
setup endpoints to repair       2                  2
buffers inserted                0                  2
routing by layer:
layer | vias up | track usage (%)
met1 | 255 | 7.26
met2 | 29 | 6.13
met3 | 2 | 2.26
met5 | - | 0
li1 | 282 | -
met4 | 0 | 0.147
Power figures rest on the tool's default switching activity, not on a simulated workload.
